==> ./design.v <==
module baud_pulse_gen
#(
    parameter CLK_FREQ  = 25 * 1000000,
    parameter BAUD_RATE = 115200
)
(
    input       clk,
    input       rst_n,
    input       en,
    output      baud_pulse
);
    localparam  CYCLE_PER_BAUD = CLK_FREQ / BAUD_RATE;
    reg [15:0]  cnt;
    always@(posedge clk or negedge rst_n)begin
        if(!rst_n)
            cnt <= 16'd0;
        else if(en) 
            if(baud_pulse)
                cnt <= 16'd0;
            else
                cnt <= cnt + 1'b1;
        else
            cnt <= 16'd0;
    end
    assign baud_pulse = (cnt == CYCLE_PER_BAUD-1);
endmodule
module loop_ctrl(
    input               clk,
    input               rst_n,
    input       [7:0]   byte_in,
    input               valid_in,
    input               tx_busy,
    output reg          tx_req,
    output reg  [7:0]   byte_out
);
    always@(posedge clk or negedge rst_n)begin
        if(!rst_n)
            byte_out <= 8'd0;
        else if(valid_in)
            byte_out <= byte_in;
        else
            byte_out <= byte_out;
    end
    always@(posedge clk or negedge rst_n)begin
        if(!rst_n)
            tx_req <= 1'b0;
        else if(valid_in)
            tx_req <= 1'b1;
        else if(tx_busy)
            tx_req <= 1'b0;
        else
            tx_req <= tx_req;
    end
endmodule
module uart_demo(
	input			clk,
	input			rst_n,
	input			uart_rx,
	output			uart_tx
);
	localparam CLK_FREQ = 25 * 1000000;
    localparam CYCLE = 1e9 / CLK_FREQ;
	wire			baud_pulse;
	wire			tx_req;
	wire	[7:0]	tx_byte;
	wire			tx_busy;
	wire	[7:0]	rx_byte;
	wire			rx_valid;
	baud_pulse_gen
    #(
        .CLK_FREQ       (CLK_FREQ),
        .BAUD_RATE      (115200)
    )
        u_baud_pulse_gen
    (
        .clk        	(clk),
        .rst_n      	(rst_n),
        .en         	(1'b1),
        .baud_pulse 	(baud_pulse)
    );
	uart_tx         u_uart_tx(
		.clk			(clk),
		.rst_n			(rst_n),
		.baud_pulse		(baud_pulse),
		.req			(tx_req),
		.byte_in		(tx_byte),
		.busy			(tx_busy),
		.tx             (uart_tx)
	);
    uart_rx         u_uart_rx(
        .clk            (clk),
        .rst_n          (rst_n),
        .rx             (uart_rx),
        .baud_pulse     (baud_pulse),
        .byte_out       (rx_byte),
        .valid_out      (rx_valid)
    );
	loop_ctrl		u_loop_ctrl(
		.clk			(clk),
		.rst_n			(rst_n),
		.byte_in		(rx_byte),
		.valid_in		(rx_valid),
		.tx_busy		(tx_busy),
		.tx_req			(tx_req),
		.byte_out		(tx_byte)
	);
endmodule
module uart_rx(
    input               clk,
    input               rst_n,
    input               rx,
    input               baud_pulse,
    output reg  [7:0]   byte_out,
    output              valid_out
);
    localparam S_IDLE   = 2'b00;
    localparam S_START  = 2'b01;
    localparam S_DATA   = 2'b11;
    localparam S_STOP   = 2'b10;
    reg     [1:0]   curr_state, next_state;
    reg     [2:0]   data_baud_cnt;
    always@(posedge clk or negedge rst_n)begin
        if(!rst_n)
            curr_state <= S_IDLE;
        else
            curr_state <= next_state;
    end
    always@(*)case(curr_state)
        S_IDLE:
            if(baud_pulse && rx == 1'b0)
                next_state = S_START;
            else
                next_state = S_IDLE;
        S_START:
            if(baud_pulse)
                next_state = S_DATA;
            else
                next_state = S_START;
        S_DATA:
            if(data_baud_cnt == 3'd7 && baud_pulse)
                next_state = S_STOP;
            else
                next_state = S_DATA;
        S_STOP:
            if(baud_pulse)
                next_state = S_IDLE;
            else
                next_state = S_STOP;
    endcase
    always@(posedge clk or negedge rst_n)begin
        if(!rst_n)
            data_baud_cnt <= 3'd7;
        else if(next_state == S_DATA && baud_pulse)
            data_baud_cnt <= data_baud_cnt + 1'b1;
        else
            data_baud_cnt <= data_baud_cnt;
    end
    always@(posedge clk or negedge rst_n)begin
        if(!rst_n)
            byte_out <= 8'd0;
        else if(next_state == S_DATA && baud_pulse)
            byte_out <= {byte_out[6:0], rx};
        else
            byte_out <= byte_out;
    end
    assign valid_out = (curr_state == S_STOP && next_state == S_IDLE);
endmodule
module uart_tx(
    input               clk,
    input               rst_n,
    input               baud_pulse,
    input               req,
    input       [7:0]   byte_in,
    output reg          busy,
    output reg          tx
);
    localparam S_IDLE   = 2'b00;
    localparam S_START  = 2'b01;
    localparam S_DATA   = 2'b11;
    localparam S_STOP   = 2'b10;
    reg     [1:0]   curr_state, next_state;
    reg     [2:0]   data_baud_cnt;
    wire            tx_done;
    reg     [7:0]   byte_in_reg;
    always@(posedge clk or negedge rst_n)begin
        if(!rst_n)
            curr_state <= S_IDLE;
        else
            curr_state <= next_state;
    end
    always@(*)case(curr_state)
        S_IDLE:
            if(baud_pulse && req)
                next_state = S_START;
            else
                next_state = S_IDLE;
        S_START:
            if(baud_pulse)
                next_state = S_DATA;
            else
                next_state = S_START;
        S_DATA:
            if(data_baud_cnt == 3'd7 && baud_pulse)
                next_state = S_STOP;
            else
                next_state = S_DATA;
        S_STOP:
            if(baud_pulse)
                next_state = S_IDLE;
            else
                next_state = S_STOP;
    endcase
    always@(posedge clk or negedge rst_n)begin
        if(!rst_n)
            busy <= 1'b0;
        else if(req && baud_pulse)
            busy <= 1'b1;
        else if(tx_done)
            busy <= 1'b0;
        else
            busy <= busy;
    end
    assign tx_done = (curr_state == S_STOP && next_state == S_IDLE);
    always@(posedge clk or negedge rst_n)begin
        if(!rst_n)
            data_baud_cnt <= 3'd7;
        else if(next_state == S_DATA && baud_pulse)
            data_baud_cnt <= data_baud_cnt + 1'b1;
        else
            data_baud_cnt <= data_baud_cnt;
    end
    always@(posedge clk or negedge rst_n)begin
        if(!rst_n)
            byte_in_reg <= 8'd0;
        else if(req)
            byte_in_reg <= byte_in;
        else if(next_state == S_DATA && baud_pulse)
            byte_in_reg <= byte_in_reg << 1;
        else
            byte_in_reg <= byte_in_reg;
    end
    always@(posedge clk or negedge rst_n)begin
        if(!rst_n)
            tx <= 1'b1;
        else if(next_state == S_START && baud_pulse)
            tx <= 1'b0;
        else if(next_state == S_DATA && baud_pulse)
            tx <= byte_in_reg[7];
        else if(next_state == S_STOP && baud_pulse)
            tx <= 1'b1;
        else
            tx <= tx;
    end
endmodule
==> ./run.sh <==
#!/bin/bash
# OpenROAD 26Q1-2900-gdf79404cd8, Yosys 0.63+post, stock flow scripts
make -C /OpenROAD-flow-scripts/flow DESIGN_CONFIG=/design/flow/config.mk WORK_HOME=/design/flow/orfs finish
==> ./config.mk <==
export PLATFORM = sky130hd
export DESIGN_NAME = uart_demo
export DESIGN_NICKNAME = uart_demo
export VERILOG_FILES = /design/flow/design.v
export SDC_FILE = /design/flow/constraint.sdc
export NUM_CORES = 4
export LEC_CHECK = 1
export CORE_UTILIZATION = 50
==> ./constraint.sdc <==
current_design uart_demo

set clk_period 4.5
set clk_io_pct 0.2

create_clock -name clk0 -period $clk_period [get_ports {clk}]

set non_clock_inputs [all_inputs -no_clocks]
set_input_delay [expr $clk_period * $clk_io_pct] -clock clk0 $non_clock_inputs
set_output_delay [expr $clk_period * $clk_io_pct] -clock clk0 [all_outputs]
==> run summary <==
flow finished, numbers: number of antenna violations at the first check in global routing 0, I/O pin count 4, maximum net fanout on the critical path 22, CTS tree yes, MUX area fraction 0.0993, flip-flop and latch count after synthesis 57, layout overhead on the synthesized area 12.1%, number of cells in the finished layout apart from fillers 303, Power per Cell Area 374 mW/mm^2, global-route wire length before repair 7740 um, Register-to-Register Setup Slack 2060 ps, number of warnings in the stage logs 26, yosys aoi share 0.0609, number of placed instances with taps included 287, DRC marker count from the first detailed-route iteration 83, final tally of hold violations 0, Core Util at FP 0.534, Post-synth EDFFs 0, number of routed nets with antenna violations 0, die area 0.00551 sq mm, Layout Skew 5.57 ps, iteration tally of the first detailed-router pass 4, status finished, final reports clean, Via density 5.43, mean routed wirelength per cell 13.7 um, VDD IR-drop max 0.253 mV, final total negative setup slack 0 ps, Max H-tree Level 3, sink count of the clock tree 57, overall via count from detail_route 1,644, Dominant Register Cell sky130_fd_sc_hd__dfrtp_1, final critical path time including I/O delays and setup 2440 ps, flip-flop count of the largest register, all copies and words added 16, synthesized area divided by synthesized cell count 11.6 sq um, type of element launching the critical path register, XORs/XNORs by Area 0.0537, Gates resized, CTS repair 0, simple-gate area share of the yosys netlist 0.182, total clock buffers created by CTS 9, Clock transition at path regs 60 ps, Remaining Overflow, GRT 0, Adder Share, Synth 0.0288, Chip Width 74.2 um, Least-Margin Pin Slew 719 ps, post-route cell area 0.00292 sq mm, kind of critical path reg -> reg, standard cell area after detailed placement 0.00268 sq mm, Root Buffer Master sky130_fd_sc_hd__clkbuf_8, CP Data Required Time 4710 ps, count of maximum capacitance violations 0, Chip Area, Yosys 0.00261 sq mm, arrival time at the worst endpoint 2650 ps, final routed DRC violation total 0, total count of max-transition violations in the final report 0, final estimated routing congestion in global placement 0.816, Buffers on Ports 3, Post CTS Setup Buffer Count 0, warning count from the yosys run 4, Setup Slack @ Placement 1780 ps, instance tally after logic synthesis 224, final worst-path setup slack 2060 ps, sequential element share of the synthesized area 0.551, number of standard-cell rows in the floorplan 25, fraction of layout cells with a size suffix above 1 0.212, clock latency of the later-clocked register in the worst-skew pair 330 ps, number of cell instances after yosys synthesis 224, diode insertion count for antenna repair 0, Core Footprint 0.00488 sq mm, Crit. End Element register, worst max-slew margin expressed relative to the limit 0.520, estimated wirelength of the detail-placed design 2660 um, vias in the first global route 1,615, async set or reset register ratio after synthesis 1.00, largest reg by FF count u_baud_pulse_gen.cnt, endpoints failing setup 0, RSZ-0062 raised after global routing no, Hold-fix buffers, CTS 0, post-synth cell types 41, Achievable Freq 409 MHz, die y size 74.2 um, pin count of the biggest net entering global routing 58, post-synth design cell area 0.00261 sq mm, total routing resource utilization after global routing 0.195, worst min path class reg -> reg, Final Routed Wirelength 4160 um, final clock period utilization by the worst path 0.543, leakage power of the design 1.37 nW, buffer depth of the longest clock path 2, largest combinational cell category by area simple AND/OR/NAND/NOR gates
[cell usage after synthesis, types with 3 or more instances]
cell,count,area (sq um)
sky130_fd_sc_hd__mux2_4,9,135
sky130_fd_sc_hd__nand2_1,28,105
sky130_fd_sc_hd__xnor2_1,9,78.8
sky130_fd_sc_hd__mux2_2,7,78.8
sky130_fd_sc_hd__inv_1,5,18.8
sky130_fd_sc_hd__dfstp_2,9,236
sky130_fd_sc_hd__a22oi_1,7,52.6
sky130_fd_sc_hd__nand3_1,20,100
sky130_fd_sc_hd__buf_2,4,20.0
sky130_fd_sc_hd__a22o_1,3,26.3
sky130_fd_sc_hd__nor3_1,3,15.0
sky130_fd_sc_hd__ha_1,6,75.1
sky130_fd_sc_hd__nor2_1,9,33.8
sky130_fd_sc_hd__dfrtp_1,48,1200
sky130_fd_sc_hd__mux2_1,4,45.0
sky130_fd_sc_hd__xor2_1,7,61.3
sky130_fd_sc_hd__nor2b_1,7,43.8
sky130_fd_sc_hd__nand3b_1,6,45.0
sky130_fd_sc_hd__o21ai_0,6,30.0
[metal layers]
metal	GRT usage	share of wire	routed length, um
met1	0.321	0.49	2050
met2	0.276	0.45	1870
met3	0.0701	0.045	188
met4	0.0210	0.013	55
met5	0	0	0
[area by class of cell]
type	count	area (sq um)
multi-input cells	154	1110
well taps	67	83.8
fillers	400	1960
flip-flops and latches	57	1440
repair buffers	4	32.5
inverters	5	18.8
clock inverters	6	105
clock buffers	10	138
[through the flow]
| stage | power [W] | util | hold slack [ps] |
|---|---|---|---|
| floorplan | 0.000523 | - | 427 |
| global placement | 0.000534 | 0.549 | 449 |
| detailed placement | 0.000535 | 0.549 | 463 |
| CTS | 0.00111 | 0.599 | 467 |
| global route | 0.00114 | 0.599 | 486 |
| finish | 0.00109 | 0.599 | 470 |
[report_power, final]
group	switching (W)	internal (W)	leakage, nW	total [W]
Clock	0.000188	0.000380	0.126	0.000568
Combinational	0.00000983	0.00000188	0.500	0.0000117
Sequential	0	0.000513	0.744	0.000513
[cells in the final DEF, fill, tap and decap left out, types with 3 or more instances in the layout]
cell and instances:
sky130_fd_sc_hd__a22oi_1 7, sky130_fd_sc_hd__nor2b_1 7, sky130_fd_sc_hd__ha_1 6, sky130_fd_sc_hd__nor3_1 3, sky130_fd_sc_hd__xor2_1 7, sky130_fd_sc_hd__nand3b_1 6, sky130_fd_sc_hd__mux2_2 7, sky130_fd_sc_hd__dfstp_2 9
sky130_fd_sc_hd__mux2_4 9, sky130_fd_sc_hd__mux2_1 4, sky130_fd_sc_hd__nand3_1 20, sky130_fd_sc_hd__xnor2_1 9, sky130_fd_sc_hd__nor2_1 9, sky130_fd_sc_hd__a22o_1 3, sky130_fd_sc_hd__dfrtp_1 48, sky130_fd_sc_hd__clkbuf_8 10
sky130_fd_sc_hd__o21ai_0 6, sky130_fd_sc_hd__nand2_1 28, sky130_fd_sc_hd__clkinv_2 3, sky130_fd_sc_hd__inv_1 5, sky130_fd_sc_hd__bufinv_16 3
[worst max-delay path, stage by stage, from the launching register on]
cell and delay [ps]:
sky130_fd_sc_hd__dfrtp_1 430, sky130_fd_sc_hd__inv_1 80, sky130_fd_sc_hd__ha_1 140, sky130_fd_sc_hd__nor3b_1 300, sky130_fd_sc_hd__nand4_2 570, sky130_fd_sc_hd__nor2_4 440, sky130_fd_sc_hd__mux2_2 370
[final timing paths]
check                                                       start                                   to  cells after the start
worst max-delay path            u_baud_pulse_gen.cnt[0]$_DFF_PN0_  u_loop_ctrl.byte_out[2]$_DFFE_PN0P_                      6
max in group asynchronous                                   rst_n  u_loop_ctrl.byte_out[5]$_DFFE_PN0P_                      2
worst max register to register  u_baud_pulse_gen.cnt[0]$_DFF_PN0_  u_loop_ctrl.byte_out[2]$_DFFE_PN0P_                      6
worst min register to register         u_uart_tx.busy$_DFFE_PN0P_       u_loop_ctrl.tx_req$_DFFE_PN0P_                      1
worst min-delay path                   u_uart_tx.busy$_DFFE_PN0P_       u_loop_ctrl.tx_req$_DFFE_PN0P_                      1
min in group asynchronous                                   rst_n    u_uart_tx.curr_state[3]$_DFF_PN0_                      2
[logic make-up after synthesis]
logic type               Yosys count
multiplexers                      20
flip-flops                        57
XOR/XNOR                          16
AND/OR/NAND/NOR                   89
buffers and inverters             13
AND-OR/OR-AND                     23
adder cells (fa/ha/maj)            6
No activity file was given, so power comes from the tool's default toggle rates.
